==> design/flow/run.sh <==
#!/bin/bash
# OpenROAD 26Q1-2900-gdf79404cd8, Yosys 0.63+post, stock flow scripts
make -C /OpenROAD-flow-scripts/flow DESIGN_CONFIG=/design/flow/config.mk WORK_HOME=/design/flow/orfs finish
==> design/flow/config.mk <==
export PLATFORM = sky130hd
export DESIGN_NAME = branch_comb
export DESIGN_NICKNAME = branch_comb
export VERILOG_FILES = /design/flow/design.v
export SDC_FILE = /design/flow/constraint.sdc
export NUM_CORES = 4
export LEC_CHECK = 1
export CORE_AREA = 10 10 113 113
export DIE_AREA = 0 0 123 123
==> design/flow/constraint.sdc <==
current_design branch_comb

set clk_period 15.6
set clk_io_pct 0.2

create_clock -name clk0 -period $clk_period

set non_clock_inputs [all_inputs -no_clocks]
set_input_delay [expr $clk_period * $clk_io_pct] -clock clk0 $non_clock_inputs
set_output_delay [expr $clk_period * $clk_io_pct] -clock clk0 [all_outputs]
==> design/flow/design.v <==
module branch_comb (
  input  logic [31:0] i_rs1_data, i_rs2_data,
  input  logic i_br_un,
  output logic o_br_less, o_br_equal
);
  logic [31:0] sub_result;
  logic [32:0] sub_result_unsign;
  logic overflow;
  logic sign_a, sign_b, sign_sub_result, borrow_bit;
  assign sub_result = i_rs1_data + (~i_rs2_data) +32'b1;
  assign sub_result_unsign = {1'b1,i_rs1_data} + (~{1'b0,i_rs2_data}) +33'b1;
  assign sign_a = i_rs1_data[31];
  assign sign_b = i_rs2_data[31];
  assign sign_sub_result = sub_result[31];
  assign borrow_bit = sub_result_unsign[31];
  assign overflow = (sign_a & ~sign_b & ~sign_sub_result) | (~sign_a & sign_b & sign_sub_result);
  assign o_br_equal = (sub_result == 32'b0) ? 1'b1 : 1'b0; 
  always_comb begin
    if (!i_br_un)
	   o_br_less = (sign_sub_result ^ overflow) ? 1'b1 : 1'b0;
	 else
	   o_br_less = (borrow_bit == 1'b1) ? 1'b0 : 1'b1;
  end
endmodule
==> flow_summary_export.csv <==
group,metric,value,unit
floorplanning,die_height,123,µm
placement,portBuffers,67,
grt,track_usage,8.226,%
detailed_routing,ant_nets,0,
pwr,internal-power,47.30,µW
run_status,status,"complete, no violations",
sta,fin_crit_sh,63.83,%
hold_path,worstHoldStart,"i_br_un",
sta,clock.fmax,0.1004,GHz
sta,timing.max_slew.rel_slack,67.27,%
synth,yosysChipArea,1994,µm²
sta,period_needed,9958,ps
cells_and_area,final_cell_mix,"clkdlybuf4s50_1 (67), inv_1 (40), ha_1 (33)",
critical_path,cp_common_cell,"clkdlybuf4s50_1",
detailed_routing,drcViolationCount,0,
cells_and_area,num-fill-cells,1135,
sta,final-hold-violation-count,0,
synth,top_area_share,20.70,%
sta,setup_viol,0,
floorplanning,core_area,10320,µm²
run,tool_warnings,33,
grt,grt_pass1_vias,2327,
critical_path,critPathBufInv,3,
detailed_routing,viasPerCell,4.575,
critical_path,arrival,6840,ps
sta,tns,0,ps
synth,yosysTopAreaCell,"ha_1",
detailed_routing,first_pass_iters,4,
floorplanning,rows,37,
sta,maxSlewViolCount,0,
grt,grt.overflow.total,0,
hold_path,min_delay_worst_endpoint,"o_br_less",
run,max_cap_viol_count,0,
cts,cts-resized-gates,0,
synth,ys_cells,307,
cells_and_area,regArea,0,µm²
critical_path,path_max_fanout,6,
cts,cts_setup_buffers,0,
critical_path,crit_type,"input pin to primary output",
hold_path,min_path_type,"input pin to primary output",
grt,antenna_found_initial,0,
synth,syn_avg_cell_area,6.496,µm²
cells_and_area,drive_above_1_share,2.770,%
synth,yosysSeqAreaShare,0,%
sta,tightest_slew,485.8,ps
pwr,p_leak,0.001209,µW
pwr,pwr-share-clk,0,%
critical_path,critical-path-top-delay-family,"simple AND/OR/NAND/NOR gates",
cts,hold_buffers,0,
grt,grt_pass1_wl,10680,µm
floorplanning,die-area,15130,µm²
synth,syn_area,1994,µm²
pwr,swShare,50.55,%
hold_path,holdPathStages,4,
cells_and_area,clock_buffers,0,
grt,grt_max_degree,12,
synth,top_cells_by_area,"ha_1 (21%), inv_1 (7.5%), a21oi_1 (6.8%), nand2_1 (5.8%), a21o_1 (4.1%)",
detailed_routing,totalWireLength,6398,µm
cells_and_area,flop-count,0,
cells_and_area,area_growth,39.71,%
critical_path,crit_path_max_incr_delay,520,ps
pwr,pwr-share-comb,100.0,%
synth,ys_warn_count,1,
detailed_routing,insertedDiodeCount,0,
critical_path,worst_setup_path_start_kind,"input pin",
sta,grt_setup_unrepaired,"false",
floorplanning,fp-utilization,19.32,%
synth,ys_types,51,
detailed_routing,wl_per_cell,12.87,µm
floorplanning,io_pins,67,
detailed_routing,drtIter0Drc,61,
pwr,switchingPower,48.35,µW
detailed_routing,vias,2274,
critical_path,path_cells,"clkdlybuf4s50_1, inv_1, ha_1, nand4_2, a2111oi_4, o21ai_2, o21a_1, o211a_1, mux2i_1, nand4b_1, nor4_1, nand4_1, nor4b_2, clkdlybuf4s50_1",
synth,syn_inst,307,
placement,dp_hpwl,5683,µm
placement,place_congestion,0.9261,
critical_path,required,12480,ps
cells_and_area,instances_no_fill,497,
critical_path,crit_slowest_cell,"clkdlybuf4s50_1",
pwr,p_per_area,34.33,nW/µm²
cells_and_area,lay_top_count,"clkdlybuf4s50_1",
placement,dp_cells,497,
pwr,peakVddDrop,10.72,µV
floorplanning,fp.dieW,123,µm
pwr,power_frac_seq,0,%
critical_path,cp-end-kind,"primary output",
-- through the flow --
stage	hold slack, ps	cell area [µm²]	utilization [%]	setup WS [ps]	power (µW)
2_1_floorplan	6329	1994	-	6990	63.22
3_3_place_gp	7217	2786	26.99	5688	95.80
3_5_place_dp	7244	2786	26.99	5607	95.84
4_1_cts	7247	2786	26.99	5593	96.32
5_1_grt	7297	2786	26.99	5352	107.7
6_report	7239	2786	26.99	5642	95.65
-- Yosys cell counts (all sizes together) --
cell     instances
a2bb2oi          1
nand4b           3
a211oi           5
o21a             7
o2111ai          4
o211a            1
clkbuf          13
o211ai           4
nor2            23
a21o            11
nor2b            8
o21ai           19
or2              2
and3             4
a21oi           27
o41ai            3
nor4             4
nand3            6
mux2i            4
xor2             3
a21boi           1
a31oi            6
a2111oi          3
nor3             3
mux2             2
nor3b            1
xnor2            9
and2             1
nand2b           4
a211o            1
inv             40
ha              33
o22ai            2
nor4b            1
o31ai            1
nand2           31
nand3b           1
o31a             1
o21ba            1
nand4           10
and3b            2
o311ai           1
-- worst max path at each step --
stage | endpoint | slack [ps] | from | depth (start not counted)
after global routing | o_br_equal | 5350 | i_rs2_data[6] | 14
after CTS | o_br_equal | 5590 | i_rs2_data[6] | 14
final | o_br_equal | 5640 | i_rs2_data[6] | 14
-- cell families after synthesis --
group | count (synthesis) | synth area share, %
AND-OR/OR-AND | 99 | 33.88
XOR/XNOR | 12 | 5.270
adder cells (fa/ha/maj) | 33 | 20.70
buffers and inverters | 53 | 9.975
multiplexers | 6 | 3.137
AND/OR/NAND/NOR | 104 | 27.04
-- area by class of cell --
cell class                 instances  area (µm²)  area share, %
inverter                          40       150.1          5.388
timing repair buffer              67       670.6          24.07
multi-input combinational        254        1795          64.44
tap                              136       170.2          6.107
-- power groups by stage --
stage	sequential, µW	combinational, µW	clock (µW)
finish	0	95.6	0
global route	0	108	0
CTS	0	96.3	0
-- tightest hold or removal path: cells and delay by family --
kind / cells / cell delay [ps]
and+or+nand+nor: 1 / 90
buffers and inverters: 2 / 830
muxes: 1 / 70
-- routing by layer --
layer / up-vias / part of all wire [%] / track usage [%]
li1: 1222 / - / -
met1: 1001 / 48 / 11.09
met2: 51 / 47 / 14.22
met3: 0 / 5.2 / 1.526
met4: 0 / 0 / 0
met5: - / 0 / 0
Power and IR drop assume default switching activity.
