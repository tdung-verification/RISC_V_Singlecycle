File: design/flow/design.v
module regfile (
  input  logic i_clk,
  input  logic [4:0] i_rs1_addr, i_rs2_addr,
  input  logic [4:0] i_rd_addr, 
  input  logic [31:0] i_rd_data,
  input  logic i_rd_wren,
  output logic [31:0] o_rs1_data, o_rs2_data
);
  logic [31:0] register_rf [31:0];
  assign o_rs1_data = (i_rs1_addr != 5'b0) ? register_rf[i_rs1_addr] : 32'b0;
  assign o_rs2_data = (i_rs2_addr != 5'b0) ? register_rf[i_rs2_addr] : 32'b0;
  always_ff @(posedge i_clk) begin
    if (i_rd_wren)
	   register_rf[i_rd_addr] <= i_rd_data;
  end
endmodule
File: design/flow/run.sh
#!/bin/bash
# OpenROAD 26Q1-2900-gdf79404cd8, Yosys 0.63+post, stock flow scripts
make -C /OpenROAD-flow-scripts/flow DESIGN_CONFIG=/design/flow/config.mk WORK_HOME=/design/flow/orfs finish
File: design/flow/config.mk
export PLATFORM = sky130hd
export DESIGN_NAME = regfile
export DESIGN_NICKNAME = regfile
export VERILOG_FILES = /design/flow/design.v
export SDC_FILE = /design/flow/constraint.sdc
export NUM_CORES = 4
export LEC_CHECK = 1
export CORE_UTILIZATION = 40
File: design/flow/constraint.sdc
current_design regfile

set clk_period 7.4
set clk_io_pct 0.2

create_clock -name clk0 -period $clk_period [get_ports {i_clk}]

set non_clock_inputs [all_inputs -no_clocks]
set_input_delay [expr $clk_period * $clk_io_pct] -clock clk0 $non_clock_inputs
set_output_delay [expr $clk_period * $clk_io_pct] -clock clk0 [all_outputs]
==> results_dict.tcl <==
# flow metrics
set metrics [dict create \
    core_um2 116000 \
    synth.avg_cell_area_um2 19.6 \
    worst_pin_slew_ps 1290 \
    cp.required_ps 5920 \
    synth-edff-count 1024 \
    synthArstFlopShare 0 \
    setup_viol 0 \
    syn_inst 2400 \
    regMostFlops "register_rf" \
    dr.pass1.iters 8 \
    ioPinCount 113 \
    areaGrowthSynthToFinish_pct 14.6 \
    final_util 0.463 \
    nFillCells 9446 \
    synth-seq-area-share 0.655 \
    die_y_um 345 \
    top_cell "edfxtp_1" \
    ys_warn_count 1 \
    finalPower_w 0.0128 \
    synthTopCellsByCount "1024 x edfxtp_1, 425 x mux4_2, 183 x mux2i_1, 104 x clkbuf_1, 65 x nand2_1" \
    grt_max_degree 76 \
    worstSetupPathType "in2out" \
    hold_viol_final 0 \
    grt_overflow 0 \
    seq_area_um2 30700 \
    power_per_cell_area_nw_per_um2 239 \
    ys_types 40 \
    critPathArrivalTime_ps 5350 \
    drive_above_1_share 0.293 \
    detail-route-antenna-nets 0 \
    route.detailed.drc 0 \
    crit_path_start_kind "input pin" \
    die_w_um 345 \
    period_minus_slack_ps 6830 \
    wire_per_inst_um 35.9 \
    topCellsByArea "edfxtp_1 65%, mux4_2 20%, mux2i_1 3.9%" \
    grt.total_usage 0.280 \
    cts_post_setup_buffers_inserted 0 \
    cts_tree "yes" \
    min_path_type "in2reg" \
    cp_max_fo 21 \
    fmax_mhz 146 \
    status "finished, final reports clean" \
    ys.flops 1024 \
    top_cell_area_share 0.655 \
    top_regs "register_rf: 1024 flops" \
    largest_reg_flops 1024 \
    comb_area_um2 15400 \
    post_synth_instance_area_um2 47000 \
    dieArea_um2 119000 \
    final.setup.tns_ps 0 \
    drt_iter0_drc 1798 \
    cap_violations 0 \
    worstSetupEndpointType "primary output" \
    clk_pin_slew_worst_paths_ps 60 \
    place_hpwl_um 92100 \
    h-tree-depth 3 \
    slew_headroom 0.136 \
    top_area_cell "edfxtp_1" \
    cts_buffer_depth 3 \
    postLayoutCellArea_um2 53800 \
    clock_sinks 1024 \
    cts-resized-gates 0 \
    wl_um 150000 \
    p_leak_nw 17.1 \
    rows 125 \
    yosys_cells 2400 \
    rsz0062_at_grt "false" \
    fin_crit_sh 0.924 \
    flop_cell "edfxtp_1" \
    grt_pass1_wl_um 211000 \
    hold_buffers 0 \
    grt_pass1_vias 29777 \
    routed_via_density 6.38 \
    slew_viol_final 0 \
    gp_congestion 0.905 \
    dpl-instance-area_um2 50400 \
    ys_area_um2 47000 \
    port_buffers 112 \
    peakVddDrop_v 0.000191 \
    clockRootBuffer "clkbuf_16" \
    antenna_found_initial 8 \
    floorplanUtilization 0.404 \
    cts_buffers 104 \
    route.vias.total 26560 \
    warnings 26 \
]
cell families (layout without fill, tap and decap cells):
| group | Yosys count | count (layout) | share of synthesized area |
|---|---|---|---|
| compound gates | 331 | 331 | 0.0541 |
| buf+inv | 226 | 463 | 0.0231 |
| flops | 1024 | 1024 | 0.655 |
| mux | 632 | 632 | 0.249 |
| other cells | 0 | 3 | 0 |
| simple gates | 187 | 187 | 0.0194 |
placed cells by master (no fill, tap or decap), drive strengths merged, types with 9 or more instances in the layout:
cell type / n
inv: 31
mux2i: 183
a2111oi: 31
a221oi: 23
edfxtp: 1024
o22ai: 55
a211oi: 47
o221ai: 31
a22o: 62
mux2: 24
mux4: 425
a211o: 23
clkdlybuf4s50: 105
nor4: 9
nand2: 65
bufinv: 11
and2: 13
buf: 141
nor3: 33
a21oi: 46
a32o: 9
nor2: 35
clkbuf: 124
clkinv: 43
per-stage QoR:
stage | cells | hold slack [ps] | setup slack (ps)
floorplan | 2400 | 1580 | 2870
global placement | 3969 | 2310 | 802
detailed placement | 3969 | 2320 | 717
CTS | 4161 | 1590 | 714
global route | 4162 | 1630 | 459
finish | 4164 | 1620 | 566
report_power, final:
part | switching (W) | internal (W)
sequential | 0.0000284 | 0.00646
combinational | 0.000682 | 0.000499
clock | 0.00221 | 0.00298
cell type report:
class,count,area share
diodes,3,0.000139
clock buffers,124,0.0498
clock inverters,68,0.0128
inverters,25,0.00179
multi-input cells,1150,0.286
flip-flops and latches,1024,0.571
well taps,1524,0.0354
repair buffers,246,0.0425
final timing paths:
check,slack (ps),endpoint,startpoint,depth (start not counted)
worst min-delay path,1620,register_rf[5][29],i_rd_data[29],2
worst max-delay path,570,o_rs2_data[9],i_rs2_addr[3],7
routing by layer:
| metal | GRT usage | wire [um] |
|---|---|---|
| met1 | 0.294 | 43900 |
| met2 | 0.401 | 68600 |
| met3 | 0.262 | 31700 |
| met4 | 0.0689 | 4730 |
| met5 | 0.0473 | 671 |
critical path, cell delays in order:
cell             delay, ps
clkdlybuf4s50_1        800
or3_2                  650
buf_4                  360
nor3_4                  50
buf_4                  270
nor3_1                1070
clkdlybuf4s50_1        650
