==> design.v <==
module alu (
  input  logic [31:0] i_operand_a, i_operand_b,
  input  logic  [3:0] i_alu_op,
  output logic [31:0] o_alu_data
);
  logic [31:0] sub_result;
  logic sign_a, sign_b, sign_result, overflow;
  logic [32:0] sub_result_unsign;
  logic sign_result_unsign;
  assign sub_result = i_operand_a + (~i_operand_b) + 32'b1;
  assign sub_result_unsign = {1'b1,i_operand_a} + (~{1'b0,i_operand_b}) +33'b1;
  assign sign_a = i_operand_a[31];
  assign sign_b = i_operand_b[31];
  assign sign_result = sub_result[31];
  assign sign_result_unsign = sub_result_unsign[32];
  assign overflow = (sign_a & ~sign_b & ~sign_result) | (~sign_a & sign_b & sign_result);
  always_comb begin
    case(i_alu_op)
	   4'b0000: o_alu_data = i_operand_a + i_operand_b;                  
		4'b0001: o_alu_data = sub_result;                                 
		4'b0010: begin 
		  case(i_operand_b[4:0])
		    5'd0: o_alu_data = i_operand_a;
			 5'd1: o_alu_data = {i_operand_a[30:0],1'b0};
			 5'd2: o_alu_data = {i_operand_a[29:0],2'b0};
			 5'd3: o_alu_data = {i_operand_a[28:0],3'b0};
			 5'd4: o_alu_data = {i_operand_a[27:0],4'b0};
			 5'd5: o_alu_data = {i_operand_a[26:0],5'b0};
			 5'd6: o_alu_data = {i_operand_a[25:0],6'b0};
			 5'd7: o_alu_data = {i_operand_a[24:0],7'b0};
			 5'd8: o_alu_data = {i_operand_a[23:0],8'b0};
			 5'd9: o_alu_data = {i_operand_a[22:0],9'b0};
			 5'd10: o_alu_data = {i_operand_a[21:0],10'b0};
			 5'd11: o_alu_data = {i_operand_a[20:0],11'b0};
			 5'd12: o_alu_data = {i_operand_a[19:0],12'b0};
			 5'd13: o_alu_data = {i_operand_a[18:0],13'b0};
			 5'd14: o_alu_data = {i_operand_a[17:0],14'b0};
			 5'd15: o_alu_data = {i_operand_a[16:0],15'b0};
			 5'd16: o_alu_data = {i_operand_a[15:0],16'b0};
			 5'd17: o_alu_data = {i_operand_a[14:0],17'b0};
			 5'd18: o_alu_data = {i_operand_a[13:0],18'b0};
			 5'd19: o_alu_data = {i_operand_a[12:0],19'b0};
			 5'd20: o_alu_data = {i_operand_a[11:0],20'b0};
			 5'd21: o_alu_data = {i_operand_a[10:0],21'b0};
			 5'd22: o_alu_data = {i_operand_a[9:0],22'b0};
			 5'd23: o_alu_data = {i_operand_a[8:0],23'b0};
			 5'd24: o_alu_data = {i_operand_a[7:0],24'b0};
			 5'd25: o_alu_data = {i_operand_a[6:0],25'b0};
			 5'd26: o_alu_data = {i_operand_a[5:0],26'b0};
			 5'd27: o_alu_data = {i_operand_a[4:0],27'b0};
			 5'd28: o_alu_data = {i_operand_a[3:0],28'b0};
			 5'd29: o_alu_data = {i_operand_a[2:0],29'b0};
			 5'd30: o_alu_data = {i_operand_a[1:0],30'b0};
			 5'd31: o_alu_data = {i_operand_a[0],31'b0};
			 default: o_alu_data =  32'b0;
		  endcase
		  end
		4'b0011: o_alu_data = (sign_result ^ overflow) ? 32'b1 : 32'b0;  
		4'b0100: o_alu_data = (sign_result_unsign) ? 32'b0 : 32'b1;      
		4'b0101: o_alu_data = i_operand_a ^ i_operand_b;                  
		4'b0110: begin 
		  case(i_operand_b[4:0])
		    5'd0: o_alu_data = i_operand_a;
			 5'd1: o_alu_data = {1'b0,i_operand_a[31:1]};
			 5'd2: o_alu_data = {2'b0,i_operand_a[31:2]};
			 5'd3: o_alu_data = {3'b0,i_operand_a[31:3]};
			 5'd4: o_alu_data = {4'b0,i_operand_a[31:4]};
			 5'd5: o_alu_data = {5'b0,i_operand_a[31:5]};
			 5'd6: o_alu_data = {6'b0,i_operand_a[31:6]};
			 5'd7: o_alu_data = {7'b0,i_operand_a[31:7]};
			 5'd8: o_alu_data = {8'b0,i_operand_a[31:8]};
			 5'd9: o_alu_data = {9'b0,i_operand_a[31:9]};
			 5'd10: o_alu_data = {10'b0,i_operand_a[31:10]};
			 5'd11: o_alu_data = {11'b0,i_operand_a[31:11]};
			 5'd12: o_alu_data = {12'b0,i_operand_a[31:12]};
			 5'd13: o_alu_data = {13'b0,i_operand_a[31:13]};
			 5'd14: o_alu_data = {14'b0,i_operand_a[31:14]};
			 5'd15: o_alu_data = {15'b0,i_operand_a[31:15]};
			 5'd16: o_alu_data = {16'b0,i_operand_a[31:16]};
			 5'd17: o_alu_data = {17'b0,i_operand_a[31:17]};
			 5'd18: o_alu_data = {18'b0,i_operand_a[31:18]};
			 5'd19: o_alu_data = {19'b0,i_operand_a[31:19]};
			 5'd20: o_alu_data = {20'b0,i_operand_a[31:20]};
			 5'd21: o_alu_data = {21'b0,i_operand_a[31:21]};
			 5'd22: o_alu_data = {22'b0,i_operand_a[31:22]};
			 5'd23: o_alu_data = {23'b0,i_operand_a[31:23]};
			 5'd24: o_alu_data = {24'b0,i_operand_a[31:24]};
			 5'd25: o_alu_data = {25'b0,i_operand_a[31:25]};
			 5'd26: o_alu_data = {26'b0,i_operand_a[31:26]};
			 5'd27: o_alu_data = {27'b0,i_operand_a[31:27]};
			 5'd28: o_alu_data = {28'b0,i_operand_a[31:28]};
			 5'd29: o_alu_data = {29'b0,i_operand_a[31:29]};
			 5'd30: o_alu_data = {30'b0,i_operand_a[31:30]};
			 5'd31: o_alu_data = {31'b0,i_operand_a[31]};
			 default: o_alu_data =  32'b0;
		  endcase
		  end
		4'b0111: begin 
		  case(i_operand_b[4:0])
		    5'd0: o_alu_data = i_operand_a;
			 5'd1: o_alu_data = {i_operand_a[31],i_operand_a[31:1]};
			 5'd2: o_alu_data = {{2{i_operand_a[31]}},i_operand_a[31:2]};
			 5'd3: o_alu_data = {{3{i_operand_a[31]}},i_operand_a[31:3]};
			 5'd4: o_alu_data = {{4{i_operand_a[31]}},i_operand_a[31:4]};
			 5'd5: o_alu_data = {{5{i_operand_a[31]}},i_operand_a[31:5]};
			 5'd6: o_alu_data = {{6{i_operand_a[31]}},i_operand_a[31:6]};
			 5'd7: o_alu_data = {{7{i_operand_a[31]}},i_operand_a[31:7]};
			 5'd8: o_alu_data = {{8{i_operand_a[31]}},i_operand_a[31:8]};
			 5'd9: o_alu_data = {{9{i_operand_a[31]}},i_operand_a[31:9]};
			 5'd10: o_alu_data = {{10{i_operand_a[31]}},i_operand_a[31:10]};
			 5'd11: o_alu_data = {{11{i_operand_a[31]}},i_operand_a[31:11]};
			 5'd12: o_alu_data = {{12{i_operand_a[31]}},i_operand_a[31:12]};
			 5'd13: o_alu_data = {{13{i_operand_a[31]}},i_operand_a[31:13]};
			 5'd14: o_alu_data = {{14{i_operand_a[31]}},i_operand_a[31:14]};
			 5'd15: o_alu_data = {{15{i_operand_a[31]}},i_operand_a[31:15]};
			 5'd16: o_alu_data = {{16{i_operand_a[31]}},i_operand_a[31:16]};
			 5'd17: o_alu_data = {{17{i_operand_a[31]}},i_operand_a[31:17]};
			 5'd18: o_alu_data = {{18{i_operand_a[31]}},i_operand_a[31:18]};
			 5'd19: o_alu_data = {{19{i_operand_a[31]}},i_operand_a[31:19]};
			 5'd20: o_alu_data = {{20{i_operand_a[31]}},i_operand_a[31:20]};
			 5'd21: o_alu_data = {{21{i_operand_a[31]}},i_operand_a[31:21]};
			 5'd22: o_alu_data = {{22{i_operand_a[31]}},i_operand_a[31:22]};
			 5'd23: o_alu_data = {{23{i_operand_a[31]}},i_operand_a[31:23]};
			 5'd24: o_alu_data = {{24{i_operand_a[31]}},i_operand_a[31:24]};
			 5'd25: o_alu_data = {{25{i_operand_a[31]}},i_operand_a[31:25]};
			 5'd26: o_alu_data = {{26{i_operand_a[31]}},i_operand_a[31:26]};
			 5'd27: o_alu_data = {{27{i_operand_a[31]}},i_operand_a[31:27]};
			 5'd28: o_alu_data = {{28{i_operand_a[31]}},i_operand_a[31:28]};
			 5'd29: o_alu_data = {{29{i_operand_a[31]}},i_operand_a[31:29]};
			 5'd30: o_alu_data = {{30{i_operand_a[31]}},i_operand_a[31:30]};
			 5'd31: o_alu_data = {{31{i_operand_a[31]}},i_operand_a[31]};
			 default: o_alu_data =  32'b0;
		  endcase
		end
		4'b1000: o_alu_data = i_operand_a | i_operand_b;                  
		4'b1001: o_alu_data = i_operand_a & i_operand_b;                  
		4'b1010: o_alu_data = i_operand_b;
		default: o_alu_data = 32'b0;
	 endcase
  end
endmodule
==> run.sh <==
#!/bin/bash
# OpenROAD 26Q1-2900-gdf79404cd8, Yosys 0.63+post, stock flow scripts
make -C /OpenROAD-flow-scripts/flow DESIGN_CONFIG=/design/flow/config.mk WORK_HOME=/design/flow/orfs finish
==> config.mk <==
export PLATFORM = sky130hd
export DESIGN_NAME = alu
export DESIGN_NICKNAME = alu
export VERILOG_FILES = /design/flow/design.v
export SDC_FILE = /design/flow/constraint.sdc
export NUM_CORES = 4
export LEC_CHECK = 1
export CORE_UTILIZATION = 40
==> constraint.sdc <==
current_design alu

set clk_period 10.9
set clk_io_pct 0.2

create_clock -name clk0 -period $clk_period

set non_clock_inputs [all_inputs -no_clocks]
set_input_delay [expr $clk_period * $clk_io_pct] -clock clk0 $non_clock_inputs
set_output_delay [expr $clk_period * $clk_io_pct] -clock clk0 [all_outputs]
==> notes.md <==
fresh numbers from the pnr run: # Max-Cap Violations=0, HP Class=in -> out, initial antenna violation count=14, post-route insts no fill=2,288, sequential fraction of the synthesis area=0%, P_sw=just over 400 uW, Initial DRC Count=4,234, Inst Count DP=2,280, FFs & Latches=0, Flop area=0 um^2, total cells reported by yosys after synthesis=1,938, pin count of the biggest net entering global routing=44, DR vias/cell=8.05, Synth cell types=between 80 and 90, Post-CTS Setup Inserts=0, final worst path period need=9.68 ns, routed length per instance=36.6 um, final setup fails=0, die height=173 um, Syn Inst Count=slightly below 2,000, max_slew headroom=2.55%, Die Width=between 150 and 200 um, CTS resizes=0, worst slew pin tran=1.45 ns, Tool Warnings=between 100 and 150, first-pass GRT wire length=~120,000 um, Antenna Nets Post-Route=0, required time worst endpoint=between 8 and 9 ns, Area growth syn-to-layout=11.2%, Setup crit start kind=input port, switching power share of the total=66.8%, worst-path fanout max=24, HPWL Detailed=between 50,000 and 60,000 um, drt first pass iters=11, IO buf count=100, Adder Share, Synth=11.2%, gpl congestion=roughly 1.1, Critical Path End Type=output pin, yosys stat area=0.0117 mm^2, Core Region=0.0287 mm^2, XOR/XNOR Area Share=less than 1%, Complex Gates by Area=46.0%, max-slew violation count=0, PwrDens=46.9 mW/mm^2, pre-CTS WS=1.72 ns, CP arrival=7.50 ns, Syn. warnings=1, Pleak=4.99 nW, final-layout clock buffer total=0, Fin. Hold Viols=0, yosys simple share=30.1%, most numerous logic cells after layout=292 x nand2_1, 153 x a22oi_1, 132 x nor2_1, Top cells by area=ha_1 11%, a22oi_1 9.8%, nand2_1 9.4%, Top cell excl fill/tap=nand2_1, power consumption=a little over 600 uW, final worst slack=1.22 ns, FMAX=0.103 GHz, Cell Int Power=202 uW, area leader, netlist=ha_1, status=finished clean, Core Util, Final=45.2%, vias in the first global route=between 15,000 and 20,000, Top non-seq family=AND-OR/OR-AND gates, drt drc=0, Pre-Place Util=40.7%, RSZ-0062 raised after global routing=no, Mux cell area share=0.697%, final wirelength=83,800 um, GRT overflow=0, total track usage=a little under three fifths, period utilisation layout=88.8%, Top cell area share=between 10% and 20%, maximum VDD drop=just under 0.00003 V, Die ar.=~0.03 mm^2, cts hold-fix bufs=0, via count=18,400, critical path class=in -> out, setup TNS=0 ns, Syn Std Cell Area=0.0117 mm^2, Avg Cell Area, Syn=~6 um^2, layout cells sized above 1=around 7.3%, Ports=around 100, FP Rows=62
[Yosys cell counts, drive strengths merged (24+ instances only)]
master / number
nand3: 70
ha: 101
buf: 74
clkbuf: 161
a221oi: 82
o211ai: 27
a21oi: 118
nand2: 292
o22ai: 35
inv: 99
o21ai: 81
a22oi: 153
a22o: 44
nand4: 100
nor3: 46
a31oi: 24
nor2: 147
[through the flow]
stage	hold slack, ns	cell area [um^2]
2_1_floorplan	4.45	11700
3_3_place_gp	5.46	13000
3_5_place_dp	5.47	13000
4_1_cts	5.47	13000
5_1_grt	5.50	13000
6_report	5.47	13000
[critical path: stages]
cell             delay (ns)
clkdlybuf4s50_1        0.46
buf_4                  0.29
nand2b_1               0.57
nor2_2                 0.23
buf_4                  0.29
nand2_1                0.34
nand2_1                0.09
a221oi_1               0.25
nand4_1                0.14
a211oi_1               1.14
a21oi_1                0.18
o32ai_1                0.66
nand4_1                0.17
clkdlybuf4s50_1        0.48
[worst paths after layout]
check                       start        endpoint  slack, ns  cells past startpoint
setup / recovery   i_operand_b[4]  o_alu_data[26]       1.22                     14
hold / removal    i_operand_b[18]  o_alu_data[18]       5.47                      4
[power groups by stage]
stage / clock [mW] / combinational (mW) / sequential, mW
after CTS: 0 / 0.563 / 0
after global routing: 0.00000000146 / 0.626 / 0
[cells by family after synthesis]
| logic type | after synthesis |
|---|---|
| simple gates | 751 |
| compound gates | 735 |
| buf+inv | 334 |
| fa+ha+maj | 103 |
| mux | 8 |
| xor+xnor | 7 |
[final cells by class]
| type | instances | area (um^2) |
|---|---|---|
| repair buffers | 193 | 1700 |
| well taps | 384 | 480 |
| inverters | 99 | 372 |
| fillers | 3026 | 15700 |
| multi-input cells | 1604 | 10400 |
| diodes | 8 | 20.0 |
[layer usage]
layer	global-route usage [%]	wire length (um)
met1	64.3	28200
met2	72.5	31400
met3	32.6	15300
met4	40.8	8650
met5	7.53	274
Power and IR drop assume default switching activity.
